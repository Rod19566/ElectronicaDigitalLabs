## design/flow/config.mk

```make
export PLATFORM = sky130hd
export DESIGN_NAME = FETCH
export DESIGN_NICKNAME = FETCH
export VERILOG_FILES = /design/flow/design.v
export SDC_FILE = /design/flow/constraint.sdc
export NUM_CORES = 4
export LEC_CHECK = 1
export CORE_AREA = 10 10 70 70
export DIE_AREA = 0 0 80 80
```

## design/flow/constraint.sdc

```tcl
current_design FETCH

set clk_period 1.0
set clk_io_pct 0.2

create_clock -name clk0 -period $clk_period [get_ports {clk}]

set non_clock_inputs [all_inputs -no_clocks]
set_input_delay [expr $clk_period * $clk_io_pct] -clock clk0 $non_clock_inputs
set_output_delay [expr $clk_period * $clk_io_pct] -clock clk0 [all_outputs]
```

## design/flow/design.v

```verilog
module FFD(input wire clk, input wire R, input wire E, input wire D, output reg Q);
  always @(posedge clk or posedge R)
    begin
      if (R) Q <= 1'b0;
      else if (E) Q <= D;
    end
endmodule
module FLAGS(input wire clk, input wire R, input wire E, input wire carry, input wire z, output wire cflag, output wire zflag);
  FFD U1(clk, R, E, carry, cflag);
  FFD U2(clk, R, E, z, zflag);
endmodule
module ACCUMULATOR(input wire clk, input wire R, input wire E, input wire [3:0] D, output wire [3:0] Q);
  FFD U1(clk, R, E, D[3], Q[3]);
  FFD U2(clk, R, E, D[2], Q[2]);
  FFD U3(clk, R, E, D[1], Q[1]);
  FFD U4(clk, R, E, D[0], Q[0]);
endmodule
module OUTPUTS( input wire clk, input wire R, input wire E, input wire [3:0] D, output wire [3:0] Q);
  FFD U1(clk, R, E, D[3], Q[3]);
  FFD U2(clk, R, E, D[2], Q[2]);
  FFD U3(clk, R, E, D[1], Q[1]);
  FFD U4(clk, R, E, D[0], Q[0]);
endmodule
module FETCH(input wire clk, input wire R, input wire E, input wire [7:0] D, output wire [3:0] instr, output wire [3:0] operando);    
  FFD U1(clk, R, E, D[7], instr[3]);
  FFD U2(clk, R, E, D[6], instr[2]);
  FFD U3(clk, R, E, D[5], instr[1]);
  FFD U4(clk, R, E, D[4], instr[0]);
  FFD U5(clk, R, E, D[3], operando[3]);
  FFD U6(clk, R, E, D[2], operando[2]);
  FFD U7(clk, R, E, D[1], operando[1]);
  FFD U8(clk, R, E, D[0], operando[0]);
endmodule
module FFDNE(input wire clk, R, D, output reg Q);
  always @(posedge clk or posedge R)
    begin
      if (R)
        Q <= 1'b0;
      else
        Q <= D;
    end
endmodule
module FFT(input wire clk, input wire R, output wire Q);
    FFDNE U1(clk, R, ~Q, Q);
endmodule
```

## design/flow/run.sh

```bash
#!/bin/bash
# OpenROAD 26Q1-2900-gdf79404cd8, Yosys 0.63+post, stock flow scripts
make -C /OpenROAD-flow-scripts/flow DESIGN_CONFIG=/design/flow/config.mk WORK_HOME=/design/flow/orfs finish
```

==> out/results.ini <==
[floorplanning]
die_h_um=80
fp_util=0.116
die_w_um=80
core_um2=3420
boundaryPins=19
fp-row-count=21
chipArea_um2=6400

[cts]
cts_max_level=1
clk_latency_ps=240
cts_tree=yes
cts_max_path_buffers=2
cts_buffers=3
clk_pin_slew_worst_paths_ps=50
clock_sinks=8
cts_root_buffer=clkbuf_4

[power]
cellPowerDensity_nw_per_um2=1290
irDropWorstVdd_uv=206
p_leak_nw=0.294

[flow_run]
max_cap_violations=0
warnings=25

[global_route]
grt-ovfl-total=0
grt_start_max_net_pins=9
first_global_vias=296
grt_pass1_wl_um=1410
antenna_found_initial=0
grt_usage=0.0293

[drt]
drt_wl_total_um=938
drt-initial-drc-count=6
wire_per_inst_um=10.2
postRouteAntennaNets=0
viasPerCell=2.53
num_vias=233
num_antenna_cells=0
drc_errors=0
drtPass1Iterations=2

[timing]
tightestPinTransition_ps=324
maxSlewViolCount=0
min_period_over_period=0.976
setup_viol=0
slew_headroom=0.784
rsz0062_at_grt=no
finClkSkew_ps=0
period_needed_ps=976
fin_setup_tns_ps=0
hold_violations=0
fmaxAchievable_mhz=1020

[setup_path]
cpMaxStageDelayCell=dfrtp_1
crit_top_cell=buf_4
cp.buffers_inverters=2
crit_family=flip-flops
cp.required_ps=1130
end_kind=register
cp-start-kind=register
cp_max_fo=2
path_cells=buf_4 -> buf_4 -> mux2_4
worstSetupPathType=reg2reg
slowest_delay_ps=370
arrival_ps=1110

[logic_synthesis]
synth_area_per_cell_um2=15.2
ys_ff=8
top_cells_by_area=dfrtp_1, mux2_4, buf_4
top_area_frac=0.506
yosysChipArea_um2=395
yosysTopAreaCell=dfrtp_1
synth_cell_types=5
yosys_warnings=1
yosysCellCount=26
ys_seq_frac=0.506
netlist_area_um2=395
syn_inst=26

[worst_hold_path]
hold_class=in2async

[place]
dp_hpwl_um=789
numPortBuffers=18
gp_congestion=0.707

[status]
status=complete, no violations

[final_layout]
area_growth_syn_to_layout_pct=55.7
drive_above_1_share=0.587
fin_util=0.180

-- report_power, final --
group	switching, W	total (W)	internal, W	leakage [nW]
combinational	0.0000450	0.000186	0.000141	0.186
clock	0.0000982	0.000235	0.000137	0.0138
sequential	0.0000148	0.000371	0.000357	0.0935
-- cell type report --
class                      instances  area [µm²]
sequential                         8         200
multi-input combinational          8         120
timing repair buffer              26         211
inverter                           1        3.75
clock buffer                       3        22.5
tap                               46        57.6
fill                             393        2800
-- registers in the layout (all words and copies together) (netlist names) --
register  cells
U7.Q          1
U1.Q          1
U5.Q          1
U8.Q          1
U4.Q          1
U2.Q          1
U6.Q          1
U3.Q          1
-- metrics by stage --
step	total power (W)	worst slack (ps)	cells	hold slack [ps]	cell area, µm²
finish	0.000792	24.1	92	209	616
global route	0.000864	0.809	92	216	616
CTS	0.000826	11.2	94	212	631
detailed placement	0.000584	-288	86	482	612
global placement	0.000581	-273	86	463	612
floorplan	0.000480	258	26	15.7	395
-- what timing repair did --
action | CTS | global route
setup endpoints to repair | 16 | 2
gates resized | 26 | 0
hold buffers | 0 | 0
setup buffers | 5 | 0
-- per-layer routing --
metal / part of all wire / track usage
met1: 0.39 / 0.0289
met2: 0.51 / 0.0490
met3: 0.093 / 0.0193
met4: 0 / 0.00880
met5: 0 / 0
-- kinds of logic (layout without fill, tap and decap cells) --
family   after synthesis  after routing  share of synthesized area
mux                    8              8                      0.304
buf+inv               10             30                      0.190
flops                  8              8                      0.506
-- path summary, 6_finish.rpt --
kind                                    endpoint  cells after the start             start  slack [ps]
worst min register to register  U1.Q$_DFFE_PP0P_                      1  U1.Q$_DFFE_PP0P_         510
min in group clk0               U1.Q$_DFFE_PP0P_                      1  U1.Q$_DFFE_PP0P_         510
worst max-delay path            U8.Q$_DFFE_PP0P_                      3  U8.Q$_DFFE_PP0P_          20
worst max register to register  U8.Q$_DFFE_PP0P_                      3  U8.Q$_DFFE_PP0P_          20
max in group asynchronous       U4.Q$_DFFE_PP0P_                      2                 R         540
worst min-delay path            U6.Q$_DFFE_PP0P_                      2                 R         210
-- cells in the final DEF, fill, tap and decap left out --
cell type        count
buf_4                7
mux2_4               8
buf_2                8
clkbuf_4             3
dfrtp_1              8
dlygate4sd2_1        1
inv_1                1
buf_12               1
clkdlybuf4s50_1      9
-- synth_stat cells --
library cell and instances:
mux2_4 8, buf_6 1, dfrtp_1 8, buf_4 8
inv_1 1
No activity file was given, so power comes from the tool's default toggle rates.
