<file path="/design/flow/design.v">
module uP(input wire clk, input wire R, input wire [3:0] pbs, output wire phase, output wire cflag, output wire zflag, output wire [3:0] instr, output wire [3:0] operando, output wire [3:0] databus, output wire [3:0] FF_out, output wire [3:0] accu, output wire [7:0] programb, output wire [11:0] PC, output wire [11:0] address_RAM );
  wire incPC, loadPC, loadA, loadF;
  wire [2:0] fun;
  wire csRAM, weRAM, OEALU, OEIn, OEOpr, loadO;
  wire carry, z;
  wire [3:0] alu;
  PCtr U1(clk, R, incPC, loadPC, address_RAM, PC);
  PROM U2(PC, programb);
  FETCH U3(clk, R, ~phase, programb, instr, operando);
  buffer bFetch(OEOpr, operando, databus);
  buffer bALU(OEALU, alu, databus);
  buffer Inputs(OEIn, pbs, databus);
  RAM U4(csRAM, weRAM, operando, programb, databus, address_RAM);
  OUTPUTS U5(clk, R, loadO, databus, FF_out);
  decode U6(phase, zflag, cflag, instr, incPC, loadPC, loadA, loadF, fun, csRAM, weRAM, OEALU, OEIn, OEOpr, loadO);
  ALU U7(accu, databus, fun, carry, z, alu);
  ACCUMULATOR U8(clk, R, loadA, alu, accu);
  FFT Phase(clk, R, phase);
  FLAGS U9(clk, R, loadF, carry, z, cflag, zflag );
endmodule
module PCtr(input wire clk,input wire R, input wire E, input wire load, input wire [11:0] D, output reg [11:0] Q);
  always @(posedge clk or posedge R)
    begin
      if (R) Q <= 12'b0;
      else if (load) Q <= D;
      else if (E) Q <= Q+1;
    end
endmodule
module PROM( input wire [11:0] dir, output wire [7:0] sal);
  reg[7:0] mem1[0:4095];
  initial begin
    $readmemh("memory.list", mem1);
  end
  assign sal = mem1[dir];
endmodule
module buffer(input Ed, input [3:0] A, output [3:0] Y);
    assign Y = Ed ? A : 4'bz;
endmodule
</file>
<file path="/design/flow/constraint.sdc">
current_design PCtr

set clk_period 1.8
set clk_io_pct 0.2

create_clock -name clk0 -period $clk_period [get_ports {clk}]

set non_clock_inputs [all_inputs -no_clocks]
set_input_delay [expr $clk_period * $clk_io_pct] -clock clk0 $non_clock_inputs
set_output_delay [expr $clk_period * $clk_io_pct] -clock clk0 [all_outputs]
</file>
<file path="/design/flow/config.mk">
export PLATFORM = sky130hd
export DESIGN_NAME = PCtr
export DESIGN_NICKNAME = PCtr
export VERILOG_FILES = /design/flow/design.v
export SDC_FILE = /design/flow/constraint.sdc
export NUM_CORES = 4
export LEC_CHECK = 1
export CORE_AREA = 10 10 92 92
export DIE_AREA = 0 0 102 102
</file>
<file path="/design/flow/memory.list">
4F // LIT 0xF
DF // OUT 0xF
51 // IN 0x1
40 // LIT 0x0
4F // LIT 0xF
AA // ADDI 0xA
28 // CMPI 0x8
4A // LIT 0xA
2C // CMPI 0xC
A1 // ADDI 0x1
EB // NANDI 0xB
D0 // OUT 0x0
50 // IN 0x0
70 // ST 0x000
00
4F // LIT 0xF
71 // ST 0x111
11
4A // LIT 0xA
72 // ST 0x222
22
41 // LIT 0x1
73 // ST 0x333
33
60 // LD 0x000
00
61 // LD 0x111
11
62 // LD 0x222
22
63 // LD 0x333
33
4A // LIT 0xA
F2 // NANDM 0x222
22
4F // LIT 0xF
B3 // ADDM 0x333
33
48 // LIT 0x8
32 // CMPM 0x222
22
4C // LIT 0xC
32 // CMPM 0x222
22
CA // JMP 0xA01
01
@A01
41 // LIT 0x1
22 // CMPI 0x2
00 // JC 0x050
50
@050
4F // LIT 0xF
A1 // ADDI 0x1
8F // JZ 0xF49
49
@F49
46 // LIT 0x6
22 // CMPI 0x2
0F // JC 0xFF0
F0
8F // JZ 0xFF0
F0
12 // JNC 0x223
23
@223
4A // LIT 0xA
2B // CMPI 0xB
1F // JNC 0xFF0
F0
95 // JNZ 0x543
43
@543
40 // LIT 0x0
9F // JNZ 0xFF0
F0
C0 // JMP 0x000
00
@FF0
4F // LIT 0xF
4F // LIT 0xF
4F // LIT 0xF
4F // LIT 0xF
4F // LIT 0xF
4F // LIT 0xF
4F // LIT 0xF
4F // LIT 0xF
4F // LIT 0xF
4F // LIT 0xF
4F // LIT 0xF
4F // LIT 0xF
4F // LIT 0xF
4F // LIT 0xF
4F // LIT 0xF
4F // LIT 0xF
</file>
<file path="/design/flow/run.sh">
#!/bin/bash
# OpenROAD 26Q1-2900-gdf79404cd8, Yosys 0.63+post, stock flow scripts
make -C /OpenROAD-flow-scripts/flow DESIGN_CONFIG=/design/flow/config.mk WORK_HOME=/design/flow/orfs finish
</file>
==> impl_metrics.json <==
{
  "min_period_over_period": 0.9022,
  "pin_count": 28,
  "grt_max_degree": 17,
  "rr_startpoint": "Q[0]$_DFFE_PP0P_",
  "peakVddDrop_uv": 262.4,
  "skew_ns": 0.001464,
  "num_rows": 29,
  "hold_viol": 0,
  "crit_chain": "clkdlybuf4s50_1",
  "required_ns": 1.44,
  "wl_um": 2296,
  "ff2ff_path_depth": 4,
  "clock_sinks": 12,
  "synth_area_um2": 710.7,
  "clockPowerShare": 0.353,
  "syn_inst": 76,
  "area_growth_pct": 63.56,
  "rsz0062_at_grt": "no",
  "largest_reg_flops": 12,
  "core_um2": 6459,
  "reg_top3": "Q: 12 flops",
  "yosys-stat-area_um2": 710.7,
  "cts_made_buffers": 3,
  "top_logic_kind": "simple AND/OR/NAND/NOR gates",
  "core_util_floorplan": 0.1100,
  "cts_hold_buffers": 0,
  "route.met3.wl_um": 165,
  "grt_overflow": 0,
  "tightest_slew_ns": 0.4791,
  "synth_dominant_cell_count": "dfrtp_1",
  "avgSynthCellArea_um2": 9.351,
  "power_frac_comb": 0.227,
  "ys_cells": 76,
  "synth-main-ff-cell": "dfrtp_1",
  "wl_met1_um": 967,
  "clk_pin_slew_ns": 0.05,
  "fin_setup_tns_ns": 0,
  "fa_ha_area_frac": 0.01761,
  "max_stage_delay_ns": 0.53,
  "gp_congestion": 0.7596,
  "hpwl_um": 1857,
  "ys_seq_share": 0.4225,
  "top_layer": "met4",
  "warnings": 25,
  "cts_setup_buffers": 0,
  "top_area_frac": 0.4225,
  "yosysWarnings": 2,
  "drv_slew": 0,
  "crit_start": "Q[3]$_DFFE_PP0P_",
  "aoi_share": 0.1426,
  "p_int_uw": 615.6,
  "top_cells_by_count": "12 x dfrtp_1, 11 x nand2_1, 8 x nand3_1, 7 x o21ai_0, 5 x or4_1",
  "hp-class": "input pin to async pin",
  "crit_slowest_cell": "clkdlybuf4s50_1",
  "fillCellCount": 708,
  "cts_root_buf": "clkbuf_8",
  "synth.cellmix.simpleShare": 0.3169,
  "p_sw_uw": 211.8,
  "die_area_um2": 10400,
  "crit_family": "buffers and inverters",
  "slew_headroom": 0.6803,
  "switching_share": 0.2559,
  "track_usage": 0.04331,
  "top_cells_by_area": "dfrtp_1 42%, nand4_4 6.0%, nand2_1 5.8%",
  "io_buffers": 27,
  "grt_pass1_vias": 691,
  "wl_per_cell_um": 12.28,
  "setup_viol": 0,
  "critPathBufInv": 1,
  "clock_path_buffers": 2,
  "antenna_found_initial": 0,
  "top_register": "Q",
  "reg2reg_slack_ns": 0.20,
  "fin_util": 0.1800,
  "htreeDepth": 1,
  "antenna_left": 0,
  "ys_async_sr_fraction": 1.000,
  "worstSetupEndpointType": "output pin",
  "setup.worst_path.start_class": "flop",
  "fin_crit_ns": 1.624,
  "layout-drive-gt1-share": 0.1273,
  "criticalPathCategory": "flop to output pin",
  "grt_first_pass_wirelength_um": 3588,
  "fmax_ghz": 0.6158,
  "drtIter0Drc": 41,
  "finalInstanceArea_um2": 1162,
  "synth-xor-area-share": 0.04930,
  "first_pass_iters": 4,
  "cts_tree": "done",
  "clock.latency.late_pin_ns": 0.24,
  "p_per_area_nw_per_um2": 711.8,
  "outcome": "finished clean",
  "arrival_ns": 1.26,
  "drv_cap": 0,
  "ys_sh_mux": 0.01408,
  "via_per_inst": 3.684,
  "worst_r2r_endpoint": "Q[8]$_DFFE_PP0P_",
  "p_leak_uw": 0.0004311,
  "place_area_um2": 1107,
  "wl_met2_um": 1144,
  "synth_cell_type_count": 25,
  "worst-path-max-fanout": 6,
  "n_antenna_cell": 0,
  "drc": 0,
  "synth-edff-count": 0,
  "dieWidth_um": 102,
  "vias": 689,
  "ys_ff": 12,
  "p_seq_frac": 0.420,
  "die_h_um": 102,
  "top_area_cell": "dfrtp_1",
  "cts_resized": 0
}
==> worst max path at each step <==
stage / end / slack [ns] / cells past startpoint
after CTS: Q[3] / 0.15 / 1
after global routing: Q[8]$_DFFE_PP0P_ / 0.09 / 4
final: Q[3] / 0.18 / 1
==> cell families (layout without fill, tap and decap cells) <==
logic type | count (synthesis) | after routing
AND-OR/OR-AND | 16 | 16
XOR/XNOR | 4 | 4
adder cells (fa/ha/maj) | 1 | 1
buffers and inverters | 6 | 40
flip-flops | 12 | 12
multiplexers | 1 | 1
AND/OR/NAND/NOR | 36 | 36
==> layer usage <==
| metal | vias to the layer above | global-route usage |
|---|---|---|
| li1 | 353 | - |
| met1 | 318 | 0.04957 |
| met2 | 16 | 0.07506 |
| met3 | 2 | 0.01772 |
| met4 | 0 | 0.007592 |
| met5 | - | 0 |
==> area by class of cell <==
cell class                 instances  area (µm²)  area share
clock buffer                       4       55.05     0.04736
timing repair buffer              33       315.3      0.2713
multi-input combinational         58       384.1      0.3305
sequential                        12       300.3      0.2583
tap                               77       96.34     0.08289
inverter                           3       11.26    0.009688
==> worst register-to-register path, delay by kind of cell, from the launching register on <==
kind	cells	cell delay (ns)
simple gates	2	0.68
fa+ha+maj	1	0.23
compound gates	1	0.16
flops	1	0.46
==> cell usage in the layout, fill, tap and decap left out <==
master and instances:
buf_4 6, nand4_4 2, nor2b_1 2, o31ai_1 2
or4b_1 1, xnor2_1 1, or4_1 5, or4_2 1
and2_1 1, o211ai_1 3, or3b_2 1, xor2_1 3
ha_1 1, a221oi_1 1, o21ai_0 7, a22oi_1 1
clkdlybuf4s50_1 27, clkbuf_8 4, a31oi_1 2, inv_1 3
nor2_1 3, nand2_1 11, nand4_1 1, nand3_1 8
mux2i_1 1, dfrtp_1 12
==> power by group through the flow <==
stage / combinational, µW / sequential, µW / clock (µW)
4_1_cts: 195 / 348 / 302
6_report: 188 / 347 / 292
5_1_grt: 211 / 353 / 313
==> metrics by stage <==
stage	power [µW]	instances	hold slack (ns)	setup WS, ns
after floorplan	413.1	76	0.2247	0.3575
final	827.4	187	0.4352	0.1760
after detailed placement	545.3	183	0.5684	-0.07421
after CTS	844.8	187	0.4579	0.1523
after global placement	544.5	183	0.5588	-0.07245
after global routing	877.2	187	0.4785	0.09098
No activity file was given, so power comes from the tool's default toggle rates.
